**run.sh**
```bash
#!/bin/bash
# OpenROAD 26Q1-2900-gdf79404cd8, Yosys 0.63+post, stock flow scripts
make -C /OpenROAD-flow-scripts/flow DESIGN_CONFIG=/design/flow/config.mk WORK_HOME=/design/flow/orfs finish
```
**config.mk**
```make
export PLATFORM = sky130hd
export DESIGN_NAME = time_delay_2s
export DESIGN_NICKNAME = time_delay_2s
export VERILOG_FILES = /design/flow/design.v
export SDC_FILE = /design/flow/constraint.sdc
export NUM_CORES = 4
export LEC_CHECK = 1
export CORE_AREA = 10 10 93 93
export DIE_AREA = 0 0 103 103
```
**constraint.sdc**
```tcl
current_design time_delay_2s

set clk_period 3.0
set clk_io_pct 0.2

create_clock -name clk0 -period $clk_period [get_ports {clk}]

set non_clock_inputs [all_inputs -no_clocks]
set_input_delay [expr $clk_period * $clk_io_pct] -clock clk0 $non_clock_inputs
set_output_delay [expr $clk_period * $clk_io_pct] -clock clk0 [all_outputs]
```
**design.v**
```verilog
module time_delay_2s(
							clk,
							rstn,
							sign
							);
	input clk,rstn;
	output sign;
	reg sign;
	reg [25:0] cont;
	always@(posedge clk or negedge rstn)
	begin
		if(!rstn) begin 
			cont <= 0;
			sign <= 0;
			end 
		else 
		begin 
			if(cont == 25'd24999999) begin
				sign <= 1;
				cont = 25'd0;
			end
			else begin
				cont <= cont +25'd1;
				sign <= 0;
			end 
		end
	end
endmodule
```
==> ci_impl_report.md <==
## Synthesis and layout report

| Metric | Value |
|---|---|
| Crit-path slowest cell | or4_1 |
| FF-to-FF path depth | 4 |
| CP Class | reg2reg |
| Clock Tree Buf Depth | 2 |
| Vias in the first global route | 1018 |
| FMAX | 434 MHz |
| Worst Setup End Kind | register |
| Syn Area/Cell | 10.1 µm² |
| Worst reg2reg endpoint | cont[2] |
| Fill cells | 721 |
| Status | finished clean |
| First-pass GRT wire length | 4.69 mm |
| Top cells by count, synth | dfrtp_1, nand3_1, nand2_1, nor2_1 |
| Cell area leaders | dfrtp_1, xor2_1, nand3_1 |
| DRC | 0 |
| Worst Path Arrival | 2450 ps |
| IO Pins | 3 |
| Antenna cells | 0 |
| R2r setup slk | 700 ps |
| Worst hold start | cont[25] |
| Post-Syn Area | 1380 µm² |
| Wire per inst | 12.2 µm |
| Critical Path Stages | 4 |
| OpenROAD warnings | 26 |
| Clock root buffer | clkbuf_8 |
| Critical path's top delay family | simple AND/OR/NAND/NOR gates |
| Clk sinks | 27 |
| Core Util at FP | 20.4% |
| Tmin final | 2300 ps |
| Initial DRC count | 16 |
| Final setup fails | 0 |
| Core box area | 6760 µm² |
| Yosys synthesis chip area | 1380 µm² |
| CP Launch Type | register |
| HP Class | reg2reg |
| Fin crit share | 76.8% |
| H-tree depth | 1 |
| Hold_buf cts | 0 |
| CTS tree | yes |
| DR pass1 iterations | 4 |
| Flops after synth | 27 |
| Gate Count Post-Synth | 137 |
| RSZ-0062 raised after global routing | no |
| Overall Power | 0.595 mW |
| I/O Buffers | 2 |
| Setup TNS Final | 0 ps |
| Vias after detailed routing | 1011 |
| Max incr delay on CP | 550 ps |
| Ys flop type | dfrtp_1 |
| Share of layout cells above drive strength 1 | 5.04% |
| Final-report hold violation count | 0 |
| Area leader, netlist | dfrtp_1 |
| Maxcap violations | 0 |
| WHS Path Cells | 1 |
| CP Cell Sequence | or4_1 -> or4_1 -> nor3_4 -> nor2_1 |
| Post-route insts no fill | 219 |
| Vias per cell | 4.62 |
| Largest net degree at the start of global routing | 28 |
| Die Ht | 103 µm |
| Area after DPL | 1480 µm² |
| Ys async rst share | 100% |
| Setup Skew | 8.60 ps |
| Seq/Total Area, Yosys | 48.9% |
| Routed Antenna Nets | 0 |
| Cell mode on critical path | or4_1 |
| Post-CTS setup buffer count | 0 |
| Distinct cells, synth | 29 |
| Synth warnings | 1 |
| Tot GR Track Use | 5.34% |
| Number of enable flip-flop cells | 0 |
| Maximum fanout along the worst path | 15 |
| Antenna violations before repair | 0 |
| WHS Endpoint | cont[25] |
| Die Size | 10600 µm² |
| Worst path bufs/invs | 0 |
| Worst slew pin tran | 613 ps |
| Rows | 30 |
| Data required, critical path | 3150 ps |
| Crit. Startpoint | cont[17] |
| Clock transition at the registers of the reported paths | 100 ps |
| Most numerous cell in the Yosys netlist | dfrtp_1 |
| Routed WL | 2.68 mm |
| Die W | 103 µm |
| Late-Pin Clk Latency | 280 ps |
| Top cell area share | 48.9% |
| Inst Count DP | 215 |
| Ys cells | 137 |
| Worst hold slack | 475 ps |
| Slew HR | 59.0% |
| Post-DP HPWL | 1.82 mm |
| P&R area growth vs syn | 10.8% |
| Final instance area | 1530 µm² |
| TritonCTS Buffers | 3 |
| Static leakage | 0.632 nW |
| Pins Over Slew Limit | 0 |
| PD cells | 389 nW/µm² |
| Peak VDD IR | 216 µV |
| Gr ovfl total | 0 |
| R2r startpoint | cont[17] |
| Post-CTS resize count | 0 |
| Routability cong. | 0.807 |
==> power by group <==
part	total, mW	switching, mW	internal, mW
clock	0.223	0.125	0.0977
combinational	0.00878	0.00679	0.00199
sequential	0.364	0	0.364
==> per-layer routing <==
metal / routed length (µm) / up-vias / GRT usage [%] / part of all wire (%)
met3: 89 / 4 / 1.08 / 3.3
met1: 1320 / 481 / 7.43 / 49
met2: 1240 / 12 / 8.58 / 46
li1: - / 514 / - / -
met4: 21 / 0 / 0.856 / 0.78
met5: 0 / - / 0 / 0
==> cells in the final DEF (no fill, tap or decap), types with 7 or more instances in the layout <==
master | synthesis | routed
a21oi_1 | 7 | 7
nand2_1 | 9 | 9
xor2_1 | 8 | 8
nor2_1 | 9 | 9
dfrtp_1 | 27 | 27
nand3_1 | 13 | 13
or4_1 | 8 | 8
nand4_1 | 8 | 8
==> how the worst max path moves through the flow <==
stage | to | slack [ps]
CTS | cont[6] | 690
global route | cont[6] | 590
finish | cont[2] | 700
==> cells by family (layout without fill, tap and decap cells) <==
kind of cell / after synthesis / in the layout / share of synthesized area (%)
flops: 27 / 27 / 48.9
simple gates: 68 / 68 / 29.3
xor+xnor: 14 / 14 / 8.88
compound gates: 17 / 17 / 7.88
buf+inv: 9 / 11 / 3.17
fa+ha+maj: 2 / 2 / 1.81
==> flip-flops by register name, indices dropped and copies added, names as in the netlist <==
register and count:
cont 26, sign 1
==> per-stage QoR <==
stage | utilization, % | worst slack [ps]
after floorplan | - | 1040
after global routing | 22.6 | 585
final | 22.6 | 697
after CTS | 22.6 | 685
after detailed placement | 21.9 | 695
after global placement | 21.9 | 696
==> area by class of cell <==
class,instances,area (µm²),area share (%)
clock buffers,3,41.3,2.70
repair buffers,3,27.5,1.80
inverters,4,15.0,0.981
well taps,80,100,6.54
flip-flops and latches,27,676,44.2
clock inverters,1,8.76,0.572
multi-input cells,101,662,43.3
Power and IR drop assume default switching activity.
